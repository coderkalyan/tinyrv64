[./design.v]
`default_nettype none
module core (
    input wire i_clk,
    input wire i_rst_n,
    output wire [63:0] o_imem_addr,
    input wire [31:0] i_imem_data,
    output wire [7:0] o_dmem_rmask,
    output wire [7:0] o_dmem_wmask,
    output wire [63:0] o_dmem_addr,
    output wire [63:0] o_dmem_wdata,
    input wire [63:0] i_dmem_rdata,
    output wire rvfi_valid,
    output wire [63:0] rvfi_order,
    output wire [31:0] rvfi_insn,
    output wire rvfi_trap,
    output wire rvfi_halt,
    output wire rvfi_intr,
    output wire [1:0] rvfi_mode,
    output wire [1:0] rvfi_ixl,
    output wire [4:0] rvfi_rs1_addr,
    output wire [4:0] rvfi_rs2_addr,
    output wire [63:0] rvfi_rs1_rdata,
    output wire [63:0] rvfi_rs2_rdata,
    output wire [4:0] rvfi_rd_addr,
    output wire [63:0] rvfi_rd_wdata,
    output wire [63:0] rvfi_pc_rdata,
    output wire [63:0] rvfi_pc_wdata,
    output wire [63:0] rvfi_mem_addr,
    output wire [7:0] rvfi_mem_rmask,
    output wire [7:0] rvfi_mem_wmask,
    output wire [63:0] rvfi_mem_rdata,
    output wire [63:0] rvfi_mem_wdata
);
    reg [63:0] pc;
    wire [63:0] next_pc;
    always @(posedge i_clk, negedge i_rst_n) begin
        if (!i_rst_n)
            pc <= 64'h0;
        else
            pc <= next_pc;
    end
    assign o_imem_addr = pc;
    wire [31:0] inst = i_imem_data;
    wire valid, rd_wen;
    wire [4:0] rs1, rs2, rd;
    wire [31:0] imm;
    wire [2:0] funct3;
    wire op1_sel, op2_sel;
    wire [4:0] alu_op;
    wire [1:0] alu_mode;
    wire [7:0] mem_rmask, mem_wmask;
    wire mem_read, mem_write;
    wire branch, jump;
    wire [2:0] rd_sel;
    decoder id (
        .i_inst(inst),
        .o_valid(valid), .o_rd_wen(rd_wen),
        .o_rs1(rs1), .o_rs2(rs2), .o_rd(rd),
        .o_imm(imm),
        .o_funct3(funct3),
        .o_op1_sel(op1_sel), .o_op2_sel(op2_sel),
        .o_alu_op(alu_op), .o_alu_mode(alu_mode),
        .o_mem_rmask(mem_rmask), .o_mem_wmask(mem_wmask),
        .o_mem_read(mem_read), .o_mem_write(mem_write),
        .o_branch(branch), .o_jump(jump), .o_rd_sel(rd_sel)
    );
    wire [63:0] rd_wdata;
    wire [63:0] rs1_data, rs2_data;
    register_file rf (
        .i_clk(i_clk), .i_rst_n(i_rst_n),
        .i_rs1(rs1), .i_rs2(rs2), .i_rd(rd),
        .i_wen(rd_wen && valid), .i_wdata(rd_wdata),
        .o_rs1(rs1_data), .o_rs2(rs2_data)
    );
    wire [63:0] alu_op1 = op1_sel ? pc : rs1_data;
    wire [63:0] sext_imm = {{32{imm[31]}}, imm};
    wire [63:0] alu_op2 = op2_sel ? sext_imm : rs2_data;
    wire [63:0] alu_result;
    alu alu (
        .i_op1(alu_op1), .i_op2(alu_op2),
        .i_op(alu_op), .i_mode(alu_mode),
        .o_result(alu_result)
    );
    wire beq  = rs1_data == rs2_data;
    wire blt  = $signed(rs1_data) < $signed(rs2_data);
    wire bltu = rs1_data < rs2_data;
    wire bsel = (funct3[2:1] == 2'b00 ? beq :
                ((funct3[2:1] == 2'b10) ? blt : bltu));
    wire take_branch = branch && (bsel ^ funct3[0]);
    wire [63:0] mem_addr_aligned = alu_result & ~64'h7;
    wire [7:0] mem_rmask_aligned = mem_rmask << alu_result[2:0];
    wire [7:0] mem_wmask_aligned = mem_wmask << alu_result[2:0];
    assign o_dmem_addr = mem_addr_aligned;
    assign o_dmem_wdata = rs2_data;
    assign o_dmem_rmask = mem_rmask_aligned;
    assign o_dmem_wmask = mem_wmask_aligned;
    assign rd_wdata = rd_sel[0] ? alu_result :
                      (rd_sel[1] ? i_dmem_rdata : 
                      (rd_sel[2] ? (pc + 64'h4) : 64'h0));
    wire branch_aligned = take_branch ? !alu_result[1] : 1'b1;
    wire jump_aligned = jump ? !alu_result[1] : 1'b1;
    wire load_aligned = mem_read && (alu_result[2:0] == 3'b000);
    wire store_aligned = mem_write && (alu_result[2:0] == 3'b000);
    wire trap = !i_rst_n || !valid || !branch_aligned || !jump_aligned || !load_aligned || !store_aligned;
    assign next_pc = (take_branch || jump) ? (alu_result & ~64'b1) : (pc + 64'h4);
    reg [63:0] order;
    always @(posedge i_clk, negedge i_rst_n) begin
        if (!i_rst_n)
            order <= 64'h0;
        else
            order <= order + 64'h1;
    end
    reg halt;
    always @(posedge i_clk, negedge i_rst_n) begin
        if (!i_rst_n)
            halt <= 1'b0;
        else if (!valid || halt)
            halt <= 1'b1;
    end
    assign rvfi_valid = i_rst_n;
    assign rvfi_order = order;  
    assign rvfi_insn = inst;
    assign rvfi_trap = trap;
    assign rvfi_halt = halt;
    assign rvfi_intr = 1'b0;  
    assign rvfi_mode = 2'b00;  
    assign rvfi_ixl = 2'b01;  
    assign rvfi_rs1_addr = rs1;
    assign rvfi_rs2_addr = rs2;
    assign rvfi_rs1_rdata = rs1_data;
    assign rvfi_rs2_rdata = rs2_data;
    assign rvfi_rd_addr = rd_wen ? rd : 5'd0;
    assign rvfi_rd_wdata = (rvfi_rd_addr == 5'd0) ? 64'h0 : rd_wdata;
    assign rvfi_pc_rdata = pc;
    assign rvfi_pc_wdata = next_pc;
    assign rvfi_mem_addr = o_dmem_addr;
    assign rvfi_mem_rmask = mem_rmask;
    assign rvfi_mem_wmask = mem_wmask;
    assign rvfi_mem_rdata = i_dmem_rdata;
    assign rvfi_mem_wdata = o_dmem_wdata;
endmodule
module register (
    input wire i_clk,
    input wire i_rst_n,
    input wire i_wen,
    input wire [63:0] i_wdata,
    output wire [63:0] o_rdata
);
    reg [63:0] register;
    always @(posedge i_clk, negedge i_rst_n) begin
        if (!i_rst_n)
            register <= 64'h0;
        else if (i_wen)
            register <= i_wdata;
    end
    assign o_rdata = register;
endmodule
module register_file (
    input wire i_clk,
    input wire i_rst_n,
    input wire [4:0] i_rs1,
    input wire [4:0] i_rs2,
    input wire [4:0] i_rd,
    input wire i_wen,
    input wire [63:0] i_wdata,
    output wire [63:0] o_rs1,
    output wire [63:0] o_rs2
);
    wire [31:1] wen;
    wire [63:0] rdata[31:1];
    genvar i;
    generate
        for (i = 1; i < 32; i = i + 1) begin
            wire wen = i_wen && (i == i_rd);
            register entry (
                .i_clk(i_clk), .i_rst_n(i_rst_n),
                .i_wen(wen), .i_wdata(i_wdata), .o_rdata(rdata[i])
            );
        end
    endgenerate
    assign o_rs1 = (!i_rst_n || (i_rs1 == 5'd0)) ? 64'h0 : rdata[i_rs1];
    assign o_rs2 = (!i_rst_n || (i_rs2 == 5'd0)) ? 64'h0 : rdata[i_rs2];
endmodule
module decoder (
    input wire [31:0] i_inst,
    output wire o_valid,
    output wire o_rd_wen,
    output wire [4:0] o_rs1,
    output wire [4:0] o_rs2,
    output wire [4:0] o_rd,
    output wire [31:0] o_imm,
    output wire [2:0] o_funct3,
    output wire o_op1_sel,  
    output wire o_op2_sel,  
    output wire [4:0] o_alu_op,    
    output wire [1:0] o_alu_mode,  
    output wire [7:0] o_mem_rmask,
    output wire [7:0] o_mem_wmask,
    output wire o_mem_read,
    output wire o_mem_write,
    output wire o_branch,
    output wire o_jump,
    output wire [2:0] o_rd_sel   
);
    wire [4:0] opcode = i_inst[6:2];
    wire [4:0] rd = i_inst[11:7];
    wire [4:0] rs1 = i_inst[19:15];
    wire [4:0] rs2 = i_inst[24:20];
    wire [2:0] funct3 = i_inst[14:12];
    wire [6:0] funct7 = i_inst[31:25];
    wire wide = i_inst[1:0] == 2'b11;
    wire op_load     = wide && opcode == 5'b00000;
    wire op_misc_mem = wide && opcode == 5'b00011;
    wire op_op_imm   = wide && opcode == 5'b00100;
    wire op_auipc    = wide && opcode == 5'b00101;
    wire op_op_imm32 = wide && opcode == 5'b00110;
    wire op_store    = wide && opcode == 5'b01000;
    wire op_amo      = wide && opcode == 5'b01011;
    wire op_op       = wide && opcode == 5'b01100;
    wire op_lui      = wide && opcode == 5'b01101;
    wire op_op_32    = wide && opcode == 5'b01110;
    wire op_branch   = wide && opcode == 5'b11000;
    wire op_jalr     = wide && opcode == 5'b11001;
    wire op_jal      = wide && opcode == 5'b11011;
    wire op_system   = wide && opcode == 5'b11100;
    wire branch_eq  = funct3 == 3'b000;
    wire branch_ne  = funct3 == 3'b001;
    wire branch_lt  = funct3 == 3'b100;
    wire branch_ge  = funct3 == 3'b101;
    wire branch_ltu = funct3 == 3'b110;
    wire branch_geu = funct3 == 3'b111;
    wire alu_funct7 = funct7 == 7'b0100000;
    wire alu_add  = (funct3 == 3'b000) && (format_i || !alu_funct7);
    wire alu_sub  = (funct3 == 3'b000) && !format_i && alu_funct7;
    wire alu_sll  = (funct3 == 3'b001) && !alu_funct7;
    wire alu_srl  = (funct3 == 3'b101) && !alu_funct7;
    wire alu_sra  = (funct3 == 3'b101) && alu_funct7;
    wire alu_slt  = (funct3 == 3'b010) && (format_i || !alu_funct7);
    wire alu_sltu = (funct3 == 3'b011) && (format_i || !alu_funct7);
    wire alu_xor  = (funct3 == 3'b100) && (format_i || !alu_funct7);
    wire alu_or   = (funct3 == 3'b110) && (format_i || !alu_funct7);
    wire alu_and  = (funct3 == 3'b111) && (format_i || !alu_funct7);
    wire load_b  = funct3 == 3'b000;
    wire load_h  = funct3 == 3'b001;
    wire load_w  = funct3 == 3'b010;
    wire load_bu = funct3 == 3'b100;
    wire load_hu = funct3 == 3'b101;
    wire store_b = funct3 == 3'b000;
    wire store_h = funct3 == 3'b001;
    wire store_w = funct3 == 3'b010;
    wire format_r = op_op;
    wire format_i = op_op_imm || op_jalr || op_load;
    wire format_s = op_store;
    wire format_b = op_branch;
    wire format_u = op_lui || op_auipc;
    wire format_j = op_jal;
    wire format_sb = format_s | format_b;
    wire format_ij = format_i | format_j;
    wire format_uj = format_u | format_j;
    assign o_rs1 = rs1;
    assign o_rs2 = rs2;
    assign o_rd = rd;
    assign o_imm[0] = (format_s & i_inst[7]) | (format_i && i_inst[20]);
    assign o_imm[4:1] = ({4{format_sb}} & i_inst[11:8]) | ({4{format_ij}} & i_inst[24:21]);
    assign o_imm[10:5] = {6{!format_u}} & i_inst[30:25];
    assign o_imm[11] = format_b ? i_inst[7] : (format_j ? i_inst[20] : (format_u ? 1'b0 : i_inst[31]));
    assign o_imm[19:12] = format_uj ? i_inst[19:12] : {8{i_inst[31]}};
    assign o_imm[30:20] = format_u ? i_inst[30:20] : {11{i_inst[31]}};
    assign o_imm[31] = i_inst[31];
    assign o_funct3 = funct3;
    assign o_op1_sel = op_branch || op_auipc || op_jal;
    assign o_op2_sel = |{format_i, format_s, format_b, format_u, format_j};
    wire arith = op_op_imm || op_op;
    wire arith_adder = arith && (alu_add || alu_sub);
    assign o_alu_op[4] = op_lui;
    assign o_alu_op[3] = arith_adder || op_load || op_store || op_auipc || op_branch || op_jal || op_jalr;
    assign o_alu_op[2] = arith && (alu_sll || alu_srl || alu_sra);
    assign o_alu_op[1] = arith && (alu_slt || alu_sltu);
    assign o_alu_op[0] = arith && (alu_xor || alu_or || alu_and);
    wire [1:0] shift_mode = alu_sll ? 2'b00 : (alu_srl ? 2'b01 : 2'b10);
    assign o_alu_mode = o_alu_op[2] ? shift_mode : (arith_adder ? {1'b0, alu_sub} : ((op_auipc || op_branch || op_jal || op_jalr) ? 2'b00 : funct3[1:0]));
    assign o_mem_rmask[7:4] = 4'h0;
    assign o_mem_rmask[3:2] = op_load && load_w;
    assign o_mem_rmask[1]   = op_load && (load_w || load_h || load_hu);
    assign o_mem_rmask[0]   = op_load && (load_w || load_h || load_hu || load_b || load_bu);
    assign o_mem_wmask[7:4] = 4'h0;
    assign o_mem_wmask[3:2] = op_store && store_w;
    assign o_mem_wmask[1]   = op_store && (store_w || store_h);
    assign o_mem_wmask[0]   = op_store && (store_w || store_h || store_b);
    assign o_mem_read = op_load;
    assign o_mem_write = op_store;
    assign o_branch = op_branch;
    assign o_jump = op_jal || op_jalr;
    assign o_rd_wen = format_r || format_i || format_u || format_j;
    assign o_rd_sel[0] = format_r || format_u || op_op_imm;
    assign o_rd_sel[1] = op_load;
    assign o_rd_sel[2] = op_jal || op_jalr;
    wire branch_valid = branch_eq || branch_ne || branch_lt || branch_ge || branch_ltu || branch_geu;
    wire alu_valid = alu_add || alu_sub || alu_sll || alu_srl || alu_sra || alu_slt || alu_sltu || alu_xor || alu_or || alu_and;
    wire load_valid = load_b || load_h || load_w || load_bu || load_hu;
    wire store_valid = store_b || store_h || store_w;
    assign o_valid = (op_load && load_valid) || (op_op_imm && alu_valid) || op_auipc || (op_op && alu_valid) || (op_store && store_valid) || op_lui || (op_branch && branch_valid) || op_jalr || op_jal;
endmodule
module alu (
    input wire [63:0] i_op1,
    input wire [63:0] i_op2,
    input wire [4:0] i_op,
    input wire [1:0] i_mode,
    output wire [63:0] o_result
);
    wire sub = i_mode[0];
    wire [63:0] add_result = i_op1 + (i_op2 ^ {64{sub}}) + {63'h0, sub};
    wire [5:0] shamt = i_op2[5:0];
    wire sll = i_mode == 2'b00;
    wire srl = i_mode == 2'b01;
    wire sra = i_mode == 2'b10;
    wire [63:0] shift_result = sll ? (i_op1 << shamt) :
                               (srl ? (i_op1 >> shamt) :
                               (sra ? ($signed(i_op1) >> shamt) : 64'h0));
    wire sltu = i_mode[0];
    wire lt = sltu ? (i_op1 < i_op2) : ($signed(i_op1) < $signed(i_op2));
    wire [63:0] slt_result = {63'h0, lt};
    wire [63:0] bool_result = ((i_op1 ^ i_op2) & ~{64{i_mode[0]}}) | ({64{i_mode[1]}} & i_op1 & i_op2);
    wire op_op2 = i_op[4];
    wire op_add = i_op[3];
    wire op_shift = i_op[2];
    wire op_slt = i_op[1];
    wire op_bool = i_op[0];
    assign o_result = op_op2 ? i_op2 :
                      (op_add ? add_result :
                      (op_shift ? shift_result :
                      (op_slt ? slt_result :
                      (op_bool ? bool_result : 64'h0))));
endmodule
[./run.sh]
#!/bin/bash
# OpenROAD 26Q1-2900-gdf79404cd8, Yosys 0.63+post, stock flow scripts
make -C /OpenROAD-flow-scripts/flow DESIGN_CONFIG=/design/flow/config.mk WORK_HOME=/design/flow/orfs finish
[./config.mk]
export PLATFORM = sky130hd
export DESIGN_NAME = core
export DESIGN_NICKNAME = core
export VERILOG_FILES = /design/flow/design.v
export SDC_FILE = /design/flow/constraint.sdc
export NUM_CORES = 4
export LEC_CHECK = 1
export CORE_UTILIZATION = 30
[./constraint.sdc]
current_design core

set clk_period 86.2
set clk_io_pct 0.2

create_clock -name clk0 -period $clk_period [get_ports {i_clk}]

set non_clock_inputs [all_inputs -no_clocks]
set_input_delay [expr $clk_period * $clk_io_pct] -clock clk0 $non_clock_inputs
set_output_delay [expr $clk_period * $clk_io_pct] -clock clk0 [all_outputs]
==> summary.txt <==
Synth Instances - 15.5k
Final WS setup - 38,390 ps
Share of cells above drive strength 1 - 13.3%
Total track usage - 52.6%
Clock sink count - 2,113
Vias in the first global route - 139k
Crit path kind - in2out
Most used flip-flop cell - dfrtp_1
Clk Latency, worst-skew pair - 1040 ps
Post-cts sizing count - 0
Chip area - 436,000 sq um
Worst Hold Class - reg2reg
DR pass1 iterations - 17
F_max - 0.0209 GHz
Post-detailed-routing wire length - 1140 mm
Peak supply drop - 18.1 uV
Die H - 661 um
Top cells by area - dfrtp_1 41%, a22oi_1 5.3%, and3_1 4.8%, nand2_1 4.8%, o21ai_0 4.7%
Sequential share of the synthesized area - 40.6%
Row Count - 241
Pre-Place Util - 30.2%
Crit-path max FO - 33
Max_slew headroom - 5.43%
Cell at the root of the clock tree - clkbuf_16
Post-synth EDFFs - 0
DR vias - 151k
Initial antenna violation count - 253
Synth Cell Area - 130,000 sq um
Io pins - 953
Top-area cell share - 40.6%
Critical Path RT - 68,960 ps
DP HPWL - 823 mm
Synth top cell by count - dfrtp_1
Crit path buffers/inverters - 11
Largest stage delay on the critical path - 1000 ps
Synth warnings - 67
Area leader, netlist - dfrtp_1
Total chip power - 2.84 mW
Pwr/cell area - 18.0 nW/um^2
Top delay family on crit path - AND-OR/OR-AND gates
Final min period - 47,810 ps
Total CTS buffers - 243
Detail Route Antenna Nets - 1
Post-synth top cells - 2,113 x dfrtp_1, 1,652 x nand2_1, 1,466 x nor2_1
First-pass GRT wire length - 1450 mm
Synth Area per Inst - 8.41 sq um
Slew Viols, Final - 0
Slowest CP cell - nor2_4
Setup violators final - 0
CORE AREA - 431,000 sq um
Max clock buf depth - 4
CTS tree - yes
Die X-Extent - 661 um
Skew final - 119 ps
Stage-log warning count - 70
Leakage - 69.5 nW
Postcts setup bufs - 0
CP Launch Type - input port
FF+latch count, synth - 2,113
IO buf count - 930
Final hold vios - 0
Synth cell types - 113
Ys cells - 15.5k
Hold buffer count at cts - 0
Crit share post-route - 55.5%
Place WS - 39,390 ps
Vias/cell - 6.83
Post-synthesis async set-or-reset flop share - 100%
Area Overhead vs Synth - 21.4%
# DRC - 0
Initial DRC Count - 22.0k
Max H-tree Level - 4
Worst EP arrival - 30,570 ps
Number of max-cap violations - 0
Pin count of the biggest net entering global routing - 127
Grt total ovfl - 0
Crit. End Element - output port
RSZ-0062 raised after global routing - false
Placer Congestion - 1.15
Routed WL per cell - 51.6 um
Chip area line of the yosys report - 130,000 sq um
Failing checks - antenna violations
R2R Setup Slk - 74,140 ps
Fin Setup TNS - 0 ps
Top cell by count, worst path - buf_4
Outcome - finished, violations left
Clock slew at reported path FFs - 100 ps
Worst slew pin tran - 1420 ps
[cell usage in the layout (no fill, tap or decap), types with 140 or more instances in the layout]
| master | n |
|---|---|
| diode_2 | 234 |
| inv_1 | 158 |
| o22ai_1 | 140 |
| nand3_1 | 286 |
| xnor2_1 | 177 |
| nor3_1 | 153 |
| a22oi_1 | 912 |
| mux2i_1 | 344 |
| clkdlybuf4s50_1 | 917 |
| o21ai_0 | 1201 |
| buf_4 | 1097 |
| a21oi_1 | 1120 |
| nand2_1 | 1627 |
| and3_1 | 1001 |
| nand4_1 | 306 |
| dfrtp_1 | 2113 |
| a31oi_1 | 245 |
| clkbuf_16 | 244 |
| nor2_1 | 1351 |
| a2111oi_0 | 281 |
| ha_1 | 193 |
[final timing paths]
path	startpoint	end	cells after the start
max in group asynchronous	i_rst_n	rf.genblk1[5].entry.register[2]$_DFFE_PN0P_	7
min in group asynchronous	i_rst_n	order[62]$_DFF_PN0_	1
min	halt$_DFFE_PN0P_	halt$_DFFE_PN0P_	1
max	i_imem_data[20]	rvfi_rd_wdata[62]	34
max reg2reg	rf.genblk1[18].entry.register[0]$_DFFE_PN0P_	rf.genblk1[24].entry.register[62]$_DFFE_PN0P_	29
min reg2reg	halt$_DFFE_PN0P_	halt$_DFFE_PN0P_	1
[worst reg2reg max path: cells and delay by family (launching register included)]
| family | cells | cell delay (ps) |
|---|---|---|
| AND-OR/OR-AND | 15 | 6240 |
| adder cells (fa/ha/maj) | 1 | 540 |
| AND/OR/NAND/NOR | 6 | 2170 |
| flip-flops | 1 | 400 |
| buffers and inverters | 7 | 2510 |
[report_power, final]
part           internal [mW]  switching [mW]
Sequential              1.00          0.0320
Combinational          0.174           0.466
Clock                  0.676           0.493
Total                   1.85           0.990
[logic make-up (layout without fill, tap and decap cells)]
logic type | count (synthesis) | after routing | synth area share (%)
AOI/OAI and AO/OA | 5064 | 5064 | 25.2
buffers and inverters | 2038 | 2671 | 7.30
adders and majority gates | 194 | 194 | 1.87
other | 2 | 256 | 0.00577
and+or+nand+nor | 5350 | 5350 | 19.6
xor gates and xnor gates | 235 | 235 | 1.58
DFF | 2113 | 2113 | 40.6
muxes | 476 | 476 | 3.78
[registers in the layout (all words and copies together), names as in the netlist]
register,cells
halt,1
pc,64
rf.genblk1.entry.register,1984
order,64
[layout make-up]
type | count | area (sq um)
diodes | 234 | 586
clock buffers | 321 | 6800
clock inverters | 137 | 1930
fillers | 44100 | 273000
inverters | 164 | 622
multi-input cells | 11300 | 70000
flip-flops and latches | 2113 | 52900
well taps | 5710 | 7140
repair buffers | 2049 | 18000
[through the flow]
| step | instances | hold WS [ps] | cell area [sq um] | utilization (%) |
|---|---|---|---|---|
| final | 22100 | 480 | 158000 | 36.6 |
| after global routing | 21900 | 504 | 158000 | 36.5 |
| after global placement | 21400 | 454 | 149000 | 34.5 |
| after detailed placement | 21400 | 459 | 149000 | 34.5 |
| after CTS | 21800 | 477 | 157000 | 36.5 |
| after floorplan | 15500 | 413 | 130000 | - |
[per-layer routing]
layer,global-route usage (%),vias up,share of wire (%)
li1,-,57800,-
met4,36.1,193,9.0
met1,64.8,74900,37
met3,35.9,4176,17
met5,5.84,-,0.29
met2,64.2,13700,37
Power is estimated from default activity; no workload was simulated.
